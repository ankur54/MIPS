==> ./config.mk <==
export PLATFORM = sky130hd
export DESIGN_NAME = MEM_WB
export DESIGN_NICKNAME = MEM_WB
export VERILOG_FILES = /design/flow/design.v
export SDC_FILE = /design/flow/constraint.sdc
export NUM_CORES = 4
export LEC_CHECK = 1
export CORE_UTILIZATION = 30
==> ./constraint.sdc <==
current_design MEM_WB

set clk_period 1.0
set clk_io_pct 0.2

create_clock -name clk0 -period $clk_period [get_ports {clk}]

set non_clock_inputs [all_inputs -no_clocks]
set_input_delay [expr $clk_period * $clk_io_pct] -clock clk0 $non_clock_inputs
set_output_delay [expr $clk_period * $clk_io_pct] -clock clk0 [all_outputs]
==> ./design.v <==
module MEM_WB(clk, MemtoReg, RegWrite, MemData, AluResult, RegDest, 
            RegWrite_out, MemtoReg_out, AluResult_out, MemData_out, RegDest_out);
input clk;
input RegWrite, MemtoReg;
input [31:0] AluResult, MemData;
input [4:0] RegDest; 
output RegWrite_out, MemtoReg_out;
output [31:0] AluResult_out, MemData_out;
output [4:0] RegDest_out; 
always @(posedge clk) begin
    RegWrite_out <= RegWrite;
    MemtoReg_out <= MemtoReg;
    AluResult_out <= AluResult;
    MemData_out <= MemData;
    RegDest_out <= RegDest;
end
endmodule
==> ./run.sh <==
#!/bin/bash
# OpenROAD 26Q1-2900-gdf79404cd8, Yosys 0.63+post, stock flow scripts
make -C /OpenROAD-flow-scripts/flow DESIGN_CONFIG=/design/flow/config.mk WORK_HOME=/design/flow/orfs finish
==> impl_metrics.yaml <==
# implementation run metrics
outcome:
  status: "finished, final reports clean"
sta:
  fin_hold_ws_ns: 0.311
  final-setup-viol-count: 0
  max_slew_margin: 0.933
  post-route-period-util: 0.942
  worst_pin_slew_ns: 0.101
  setup_total_negative_slack_ns: 0
  max_freq_mhz: 1060
  final_hold_viol_count: 0
  grt_setup_unrepaired: "false"
  final-max-slew-violation-count: 0
  fin_crit_ns: 0.942
clock_network:
  ctsLongestPathBuffers: 2
  cts-buffers-inserted: 9
  worst_setup_hold_path_clk_slew_ns: 0.07
  cts-root-buf: "sky130_fd_sc_hd__clkbuf_8"
  cts_tree: "yes"
  cts_setup_buffers: 0
  cts_max_level: 3
  cts_num_sinks: 71
setup_path:
  cp.depth: 1
  critPathLaunchType: "register"
  worst-path-max-fanout: 1
  cp.arrival_ns: 0.74
  crit_path_max_incr_delay_ns: 0.31
  critPathSlowestCell: "sky130_fd_sc_hd__dfxtp_2"
  crit_required_ns: 0.80
  path_buffers: 1
  path_cells: "buf_2"
  criticalPathCategory: "register to output pin"
  cp-end-kind: "output pin"
  cpLargestDelayFamily: "flip-flops"
hold_path:
  min_path_cells: 1
  timing.hold.worst.class: "input pin to register"
floorplan:
  die_x_microns: 70.8
  die_area_sq_um: 5020
  die_y_microns: 70.8
  io_pins: 143
  floorplan.core_area_sq_um: 4440
  row_count: 24
  init_core_util: 0.320
cells_and_area:
  areaGrowthSynthToFinish_pct: 93.1
  fraction_of_final_layout_cells_sized_beyond_drive_strength_1: 0.380
  fillers: 369
  postLayoutCellArea_sq_um: 2750
  multi_input_comb_area_sq_um: 0
  n_multi_input_combinational_cell: 0
synthesis:
  synth.yosys.chip_area_sq_um: 1420
  syn-instance-count: 71
  ys_cells: 71
  syn_area_sq_um: 1420
  synth_warnings: 6
  ys_ff: 71
  synth_area_per_cell_sq_um: 20.0
  ys_seq_share: 1.00
  cell_type_count: 1
global_route:
  grt_antenna_before_repair: 0
  number_of_global_route_vias_before_repair: 1081
  grt_max_degree: 12
  first_pass_grt_wire_length_mm: 4.98
  grt.overflow.total: 0
  grt_usage: 0.137
detailed_routing:
  n_antenna_cell: 0
  final_antenna_net_count: 0
  first_iter_violations: 23
  vias_after_detailed_routing: 1088
  wl_per_cell_microns: 11.7
  final_routed_wirelength_across_all_metal_layers_mm: 3.27
  post-route-drc-count: 0
  drtPass1Iterations: 13
  vias_per_cell: 3.87
run:
  openroad.warnings: 26
  drv_cap: 0
power:
  static_power_due_to_leakage_nw: 1.26
  peak_ir_drop_on_the_vdd_network_v: 0.00118
  powerDensity_nw_per_um2: 2000
  total_power_consumption_of_the_routed_design_mw: 5.49
placement:
  finalWeightedCongestion: 0.729
  postPlaceCellArea_sq_um: 2910
  place.port_buffers: 142
report_power, final:
group | switching (mW) | internal, mW | total (mW) | leakage [nW]
combinational | 0.0519 | 0.329 | 0.381 | 0.558
clock | 0.896 | 1.21 | 2.10 | 0.100
sequential | 0.0279 | 2.98 | 3.01 | 0.599
total | 0.975 | 4.52 | 5.49 | 1.26
routing by layer:
layer	vias up	part of all wire	GRT usage
li1	523	-	-
met1	473	0.34	0.145
met2	82	0.51	0.236
met3	10	0.12	0.0751
met4	0	0.035	0.0378
met5	-	0	0
layout make-up:
type | count | area, sq um | share of cell area
Clock inverter | 4 | 45.0 | 0.0164
Timing Repair Buffer | 142 | 1070 | 0.388
Sequential cell | 71 | 1420 | 0.519
Clock buffer | 12 | 145 | 0.0529
Tap cell | 52 | 65.1 | 0.0237
flip-flops by register name (all words and copies together), names as in the netlist:
name	flops
RegWrite_out	1
RegDest_out	5
MemtoReg_out	1
MemData_out	32
AluResult_out	32
cell families (layout without fill, tap and decap cells):
family / count (synthesis) / in the layout / synth area share
flip-flops: 71 / 71 / 1.00
buffers and inverters: 0 / 158 / 0
cell usage after synthesis:
cell / instances / area, sq um
sky130_fd_sc_hd__dfxtp_1: 71 / 1420
through the flow:
stage | setup slack [ns] | utilization | std cells
after floorplan | 0.538 | - | 71
after global placement | 0.0216 | 0.654 | 265
after detailed placement | 0.0266 | 0.654 | 265
after CTS | 0.00197 | 0.623 | 281
after global routing | 0.0193 | 0.618 | 281
final | 0.0581 | 0.618 | 281
layout by cell type, fill, tap and decap left out, drive strengths merged:
| master | synthesis | routed |
|---|---|---|
| clkbuf | 0 | 17 |
| buf | 0 | 66 |
| clkinv | 0 | 3 |
| dfxtp | 71 | 71 |
| bufinv | 0 | 1 |
| clkdlybuf4s50 | 0 | 71 |
final timing paths:
check,end,startpoint,slack (ns)
setup / recovery,MemData_out[12],MemData_out[12],0.06
hold / removal,MemData_out[12],MemData[12],0.31
timing repair:
action	CTS	global route
hold buffers	0	0
resized	213	5
gates cloned	0	0
endpoints found under the setup margin	71	5
Power and IR drop assume default switching activity.
