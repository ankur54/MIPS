## ./config.mk

```make
export PLATFORM = sky130hd
export DESIGN_NAME = EX_MEM
export DESIGN_NICKNAME = EX_MEM
export VERILOG_FILES = /design/flow/design.v
export SDC_FILE = /design/flow/constraint.sdc
export NUM_CORES = 4
export LEC_CHECK = 1
export CORE_UTILIZATION = 30
```

## ./constraint.sdc

```tcl
current_design EX_MEM

set clk_period 1.0
set clk_io_pct 0.2

create_clock -name clk0 -period $clk_period [get_ports {clk}]

set non_clock_inputs [all_inputs -no_clocks]
set_input_delay [expr $clk_period * $clk_io_pct] -clock clk0 $non_clock_inputs
set_output_delay [expr $clk_period * $clk_io_pct] -clock clk0 [all_outputs]
```

## ./design.v

```verilog
module EX_MEM(clk, RegWrite, Memread, MemtoReg, MemWrite, AluResult, WriteData, RegDest, 
            RegWrite_out, Memread_out, MemtoReg_out, MemWrite_out, AluResult_out, WriteData_out, RegDest_out);
input clk, RegWrite, Memread, MemtoReg, MemWrite;
input [31:0] AluResult, WriteData;
input [4:0] RegDest;
output RegWrite_out, Memread_out, MemtoReg_out, MemWrite_out;
output [31:0] AluResult_out, WriteData_out;
output [4:0] RegDest_out;
always @(posedge clk) begin
    RegWrite_out <= RegWrite_out;
    Memread_out <= Memread;
    MemtoReg_out <= MemtoReg;
    MemWrite_out <= MemWrite;
    AluResult_out <= AluResult;
    WriteData_out <= WriteData;
    RegDest_out <= RegDest;
end
endmodule
```

## ./run.sh

```bash
#!/bin/bash
# OpenROAD 26Q1-2900-gdf79404cd8, Yosys 0.63+post, stock flow scripts
make -C /OpenROAD-flow-scripts/flow DESIGN_CONFIG=/design/flow/config.mk WORK_HOME=/design/flow/orfs finish
```

==> changes_impl.md <==
### Changed

- Status: finished, final reports clean
- Final WL: 3970 um
- Ys cells: 74
- Crit path DAT: 0.74 ns
- Post-DP Area: 0.00295 sq mm
- Area leader share: 99.2%
- Total grt overflow: 0
- Number of buffers inserted by hold repair at cts: 0
- Overall Power: 5.56 mW
- CTS tree: yes
- Antenna violations before repair: 0
- Row count: 24
- Top cell excl fill/tap: clkdlybuf4s50_1
- Slew Limit Fails: 0
- Vias in the first global route: 1113
- Drt wl/cell: 14.0 um
- Number of I/O pins: 147
- Clock tree buffer depth: 2
- Floorplan utilization: 32.2%
- Die area: 0.00512 sq mm
- FMAX: 1070 MHz
- Worst Setup End Kind: output pin
- Placed Cells: 269
- GRT Total Usage: 16.3%
- Worst Path Required: 0.80 ns
- Cell type with the largest total area: dfxtp_1
- Worst Hold End: AluResult_out[15]
- Die Width: 71.6 um
- CP Max Fanout: 1
- DR vias: 1098
- Hold Crit Start: AluResult[15]
- Top Layout Cells: clkdlybuf4s50_1 (72), buf_2 (69), dfxtp_1 (67)
- First-pass GRT wire length: 5960 um
- Final setup violation count: 0
- Post-CTS Setup Inserts: 0
- Clk root buf: clkbuf_8
- Vias per inst: 3.87
- Synth top area cells: dfxtp_1 (99%), buf_4 (0.52%), conb_1 (0.26%)
- Tcrit/Tclk final: 93.9%
- Tmin final: 0.939 ns
- H-tree depth: 3
- Synthesis area per yosys: 0.00145 sq mm
- RSZ-0062 raised after global routing: no
- Hold Path Depth: 1
- Fin Hold WS: 0.314 ns
- Layout Utilization: 61.8%
- Synth warn: 8
- Die height: 71.6 um
- Worst Setup Start Kind: register
- CTS resizes: 217
- Post-route setup TNS: 0 ns
- Unique cell type count in the Yosys netlist: 3
- Crit path max-delay family: flip-flops
- Final hold violations: 0
- DRT Pass-1 Iters: 3
- Gp weighted congestion: 0.752
- Slowest cell on crit path: dfxtp_1
- Total CTS buffers: 9
- WP buf/inv: 1
- 1st-iter DRT viols: 25
- Worst path cell trace: buf_2
- Post-Layout Cell Count: 284
- Syn-to-layout area delta: 91.6%
- Core area: 0.00450 sq mm
- Buffers on Ports: 144
- Leak: 1.28 nW
- Mean Syn Cell Area: 19.6 sq um
- Post-synth seq share: 99.2%
- DRC: 0
- Synthesized area: 0.00145 sq mm
- Mapped Cells: 74
- Clock Sinks: 72
- Post-route cell area: 0.00278 sq mm
- Tool Warnings: 27
- Ant diodes: 0
- Yosys reg bits: 72
- Power Density: 2000 mW/mm^2
- Worst setup margin: 0.0611 ns
- Dpl ws: 0.00281 ns
- CP Class: register to output pin
- Maximum capacitance violations: 0
- Max incr delay on CP: 0.30 ns
- Worst-path clk slew: 0.07 ns
- Fraction of layout cells with a size suffix above 1: 39.2%
- Worst VDD drop: 0.00133 V
- Largest net degree at the start of global routing: 12
- HP Class: primary input to register
- Post-route ant nets: 0
power breakdown:
part           switching [mW]  internal (mW)
Clock                   0.915           1.19
Sequential             0.0306           3.02
Combinational          0.0588          0.334
how the worst max path moves through the flow:
stage	startpoint	endpoint	depth (start not counted)
global route	AluResult_out[12]	AluResult_out[12]	1
CTS	AluResult_out[1]	AluResult_out[1]	1
finish	WriteData_out[4]	WriteData_out[4]	1
state kept, by name (all words and copies together), names as in the netlist:
name / count
MemWrite_out: 1
Memread_out: 1
WriteData_out: 32
AluResult_out: 32
MemtoReg_out: 1
RegDest_out: 5
metal layers:
layer  GRT usage (%)  part of all wire, %  up-vias
met1            25.1                   42      476
li1                -                    -      531
met4            3.70                  2.2        0
met2            23.4                   43       82
met3            5.99                   13        9
met5               0                    0        -
cell usage after synthesis:
master / count
dfxtp_1: 72
buf_4: 1
conb_1: 1
cell families after synthesis:
kind of cell | after synthesis | share of synthesized area [%]
other | 1 | 0.258
buffers and inverters | 1 | 0.517
flip-flops | 72 | 99.2
final cells by class:
class | instances | area [sq um]
fill | 391 | 1720
sequential | 72 | 1450
timing repair buffer | 144 | 1080
clock buffer | 11 | 141
tap | 52 | 65.1
clock inverter | 4 | 45.0
multi-input combinational | 1 | 3.75
Power figures rest on the tool's default switching activity, not on a simulated workload.
