**./config.mk**
```make
export PLATFORM = sky130hd
export DESIGN_NAME = ALU
export DESIGN_NICKNAME = ALU
export VERILOG_FILES = /design/flow/design.v
export SDC_FILE = /design/flow/constraint.sdc
export NUM_CORES = 4
export LEC_CHECK = 1
export CORE_UTILIZATION = 40
```
**./constraint.sdc**
```tcl
current_design ALU

set clk_period 3.9
set clk_io_pct 0.2

create_clock -name clk0 -period $clk_period

set non_clock_inputs [all_inputs -no_clocks]
set_input_delay [expr $clk_period * $clk_io_pct] -clock clk0 $non_clock_inputs
set_output_delay [expr $clk_period * $clk_io_pct] -clock clk0 [all_outputs]
```
**./design.v**
```verilog
module ALU(clk, data1, data2, ALUControl, shiftAmount, overFlow, zero, ALUResult, reset);
input wire reset, clk;
input wire signed [31:0] data1,data2;
input wire [3:0] ALUControl;
input wire [4:0] shiftAmount;
output reg overFlow, zero;
output reg signed [31:0] ALUResult;
wire [31:0] neg_data2;
assign neg_data2 = -data2;
parameter ADD = 4'b0000;
parameter SUB = 4'b0001;
parameter AND = 4'b0010;
parameter OR = 4'b0011;
parameter SHFT_L = 4'b0100;
parameter SHFT_R_L = 4'b0101;
parameter SHFT_R_A = 4'b0110;
parameter GREATER = 4'b0111;
parameter LESS = 4'b1000;
parameter NOR = 4'b1001;
always @(clk) begin
    if(reset) zero <= 1'b0;
    if(data1 == data2) zero <= 1'b1;
    else zero <= 1'b0;
    case(ALUControl)
    ADD: begin	
        ALUResult <= data1 + data2;
        if(data1[31] == data2[31] && ALUResult[31] == ~data1[31]) overFlow <= 1'b1;
        else overFlow <= 1'b0;
        end
    SUB: begin
        ALUResult <= data1 + neg_data2;
        if(data1[31] == neg_data2[31] && ALUResult[31] == ~data1[31]) overFlow <= 1'b1;
        else overFlow <= 1'b0;
        end
    AND:
        ALUResult <= data1 & data2;
    OR:
        ALUResult <= data1 | data2;
    SHFT_L:
        ALUResult <= data1 << shiftAmount;
    SHFT_R_L:
        ALUResult <= data1 >> shiftAmount;
    SHFT_R_A:
        ALUResult <= data1 >>> shiftAmount;
    GREATER: begin
        if(data1 > data2) ALUResult <= 1;
        else ALUResult <= 0;
        end
    LESS: begin
        if(data1 < data2) ALUResult <= 1;
        else ALUResult <= 0;
        end
    NOR: begin
        ALUResult <= ~(data1 | data2);
        end
    endcase
    end
endmodule
```
**./run.sh**
```bash
#!/bin/bash
# OpenROAD 26Q1-2900-gdf79404cd8, Yosys 0.63+post, stock flow scripts
make -C /OpenROAD-flow-scripts/flow DESIGN_CONFIG=/design/flow/config.mk WORK_HOME=/design/flow/orfs finish
```
==> results.tsv <==
metric	value	unit
status	finished, final reports clean	
GPL Wtd Cong	1.05	
DR WL/cell	22.9	um
mapped cell area	0.0109	mm^2
FP Rows	59	
Via Count	12265	
busiest layer in global routing	met1	
hold_buf cts	0	
fmax	263	MHz
Placed Instance Area	0.0127	mm^2
Max VDD drop	50.3	uV
CP endpoint kind	output pin	
synth cell count leaders	157 x nor2_1, 136 x nand2_1, 134 x ha_1	
Leakage	5.52	nW
Die Size	0.0278	mm^2
worst-path maximum fanout	2	
Hold Crit Start	data1[11]	
CP Data Arrival Time	3.03	ns
yosys warns	1	
top-count cell post-synth	nor2_1	
Diodes inserted	0	
Req. time, crit path	3.12	ns
post-detail-place hpwl	37100	um
Die X	167	um
first-pass GRT wire length	68200	um
final antenna-violating net count	0	
register pins left without a clock	33	
slew margin rel.	0.416	
Core Region	0.0264	mm^2
final wirelength	45800	um
top_reg_cell synth	dlxtn_1	
tool warning count	105	
max cap viols	0	
HP Class	in2out	
fin crit period	3.81	ns
Flop pwr share	0.030	
Total GRT Usage	0.329	
DR vias/cell	6.13	
area share, top type	0.154	
top cells by area	ha_1 15%, mux4_2 7.7%, a21oi_1 6.1%, nor2_1 5.4%, mux2i_1 4.7%	
number of enable flip-flop cells	0	
vias in the first global route	11403	
drt first pass iters	8	
Crit Path Class	in2out	
grt met2 use	0.467	
fin crit share	0.976	
largest net degree at the start of global routing	69	
filler cell count	2655	
Cell Type Count	88	
cell area after layout	0.0128	mm^2
initial DRC count	1212	
combinational cell fraction of total power	0.970	
cell type with the largest total area	ha_1	
RSZ-0062 raised after global routing	no	
area grow syn2layout	17.9	%
initial antenna violation count	2	
final setup violation count	0	
DP Cell Count	2001	
number of remaining DRC errors	0	
Net Sw Power	1.07	mW
Yosys Chip Area	0.0109	mm^2
met1 Track Usage GR	0.486	
synthesized area per cell	7.07	um^2
Slew Viols, Final	0	
I/O Buffers	107	
non-filler instance count after layout	2001	
Ports	109	
Worst-Margin Slew	0.867	ns
Setup crit start kind	primary input	
Final Hold Viols	0	
Synth async-reset ratio	0	
fp util	0.412	
met3 usage	0.109	
Sequential Area	495	um^2
Die Y	167	um
clock share of power	0	
Pwr Density	145	mW/mm^2
Combinational Area	0.00956	mm^2
Post-synth regs	33	
Int Pwr	790	uW
number of unconstrained endpoints	66	
grt ovf	0	
Gate Count Post-Synth	1537	
share of cells above drive strength 1	0.133	
switching share of power	0.576	
Setup crit start	data1[29]	
cell count in the Yosys report	1537	
## metal layers
metal  routed length [um]  vias up
met2                18800      603
met4                 1050        2
met5                   81        -
met3                 5440       64
met1                20400     5706
li1                     -     5890
## power groups by stage
| stage | logic (mW) | clock network, mW | registers (mW) |
|---|---|---|---|
| final | 1.81 | 0 | 0.0555 |
| after global routing | 1.95 | 0 | 0.0578 |
| after CTS | 1.75 | 0 | 0.0557 |
## logic make-up (layout without fill, tap and decap cells)
| family | after synthesis | after routing | share of synthesized area |
|---|---|---|---|
| AOI/OAI and AO/OA | 512 | 512 | 0.307 |
| and+or+nand+nor | 475 | 475 | 0.204 |
| buffers and inverters | 202 | 331 | 0.0836 |
| adders and majority gates | 136 | 136 | 0.158 |
| muxes | 107 | 107 | 0.143 |
| xor gates and xnor gates | 72 | 72 | 0.0587 |
| latches | 33 | 33 | 0.0456 |
## stage by stage
| step | setup TNS (ns) | util | worst slack, ns | power [mW] | hold slack (ns) |
|---|---|---|---|---|---|
| finish | 0 | 0.486 | 0.0919 | 1.86 | 2.98 |
| global route | 0 | 0.486 | 0.00510 | 2.01 | 3.06 |
| CTS | 0 | 0.484 | 0.0214 | 1.81 | 2.99 |
| detailed placement | -0.147 | 0.483 | -0.147 | 1.80 | 2.99 |
| global placement | -0.137 | 0.483 | -0.137 | 1.80 | 2.97 |
| floorplan | 0 | - | 1.13 | 1.15 | 1.89 |
## state kept, by name, indices dropped and copies added (netlist names)
name / flops
ALUResult: 32
overFlow: 1
## layout by cell type (no fill, tap or decap), drive strengths merged, types with 15 or more instances in the layout
master         netlist  routed
xnor2               54      54
nor2               160     160
a21o                35      35
a211oi              31      31
o22ai               16      16
nand2b              20      20
mux2                19      19
o21ai              129     129
nor4                15      15
mux4                37      37
clkdlybuf4s50        1     102
a22oi               33      33
o211ai              19      19
o21bai              18      18
nand3               41      41
mux2i               51      51
xor2                18      18
nor3                39      39
ha                 134     134
inv                103     103
a21oi              135     135
nand2              136     136
buf                 39     126
dlxtn               33      33
## path summary, 6_finish.rpt
kind / to / slack [ns] / cells after the start
hold / removal: zero / 2.98 / 8
setup / recovery: zero / 0.09 / 9
## final cells by class
type,instances,share of cell area
repair buffers,228,0.153
inverters,103,0.0302
well taps,335,0.0327
multi-input cells,1302,0.746
flip-flops and latches,33,0.0387
## critical path, stage by stage
cell and delay [ns]:
clkdlybuf4s50_1 0.49, inv_1 0.08, ha_1 0.32, nor4_2 0.30, buf_4 0.18, nand3_2 0.11
nor3_1 0.15, buf_4 0.15, clkdlybuf4s50_1 0.46
## repair_timing
action	in CTS	in global routing
setup buffers	0	0
pin swaps	2	0
hold endpoints to repair	0	0
setup endpoints to repair	1	1
gates resized	2	11
No activity file was given, so power comes from the tool's default toggle rates.
